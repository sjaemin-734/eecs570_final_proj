==> ./design.v <==
typedef struct packed {
    logic [8:0] var_idx;
    logic val;
} config_var;
module decider_stack (
    input                                clock,
    input                                reset,
    input                                push,
    input                                pop,
    input        [$clog2(512)-1:0]  dec_idx_in,  
    output logic [$clog2(512)-1:0]  dec_idx_out,           
    output logic                         empty
);
    logic [(512-1):0][$clog2(512):0] stack;
    logic [$clog2(512):0]  stack_ptr;
    always_ff @(posedge clock) begin
        if (reset) begin
            stack_ptr <= 0;
            empty <= 1;
        end else begin
            if (push) begin
                stack[stack_ptr] <= dec_idx_in;
                stack_ptr        <= stack_ptr + 1;
                empty            <= 0;
            end else if (pop && !empty) begin
                stack_ptr <= stack_ptr - 1;
                if (stack_ptr == 1) begin
                    empty <= 1;
                end
            end
        end
    end
    always_comb begin
      if (!empty & pop) begin
            dec_idx_out = stack[stack_ptr-1][$clog2(512)-1:0];
      end else begin
            dec_idx_out = {$clog2(512){1'b0}};
      end
    end
endmodule
==> ./run.sh <==
#!/bin/bash
# OpenROAD 26Q1-2900-gdf79404cd8, Yosys 0.63+post, stock flow scripts
make -C /OpenROAD-flow-scripts/flow DESIGN_CONFIG=/design/flow/config.mk WORK_HOME=/design/flow/orfs finish
==> ./config.mk <==
export PLATFORM = sky130hd
export DESIGN_NAME = decider_stack
export DESIGN_NICKNAME = decider_stack
export VERILOG_FILES = /design/flow/design.v
export SDC_FILE = /design/flow/constraint.sdc
export NUM_CORES = 4
export LEC_CHECK = 1
export CORE_UTILIZATION = 30
==> ./constraint.sdc <==
current_design decider_stack

set clk_period 6630.0
set clk_io_pct 0.2

create_clock -name clk0 -period $clk_period [get_ports {clock}]

set non_clock_inputs [all_inputs -no_clocks]
set_input_delay [expr $clk_period * $clk_io_pct] -clock clk0 $non_clock_inputs
set_output_delay [expr $clk_period * $clk_io_pct] -clock clk0 [all_outputs]
==> flow_metrics.env <==
# implementation run metrics
export IMPL_async_flop_share_pct=0
export IMPL_ys_seq_share_pct=39.9
export IMPL_place_inst=50552
export IMPL_io_buffers=22
export IMPL_yosys_most_used_dff="edfxtp_1"
export IMPL_place_hpwl_um=1910000
export IMPL_ys_types=110
export IMPL_dieWidth_um=1140
export IMPL_avgSynthCellArea_um2=11.0
export IMPL_cts_made_buffers=664
export IMPL_ctsLongestPathBuffers=5
export IMPL_firstError="[ERROR GRT-0116] Global routing finished with congestion. Check the congestion regions in the DRC Viewer."
export IMPL_ioPinCount=23
export IMPL_synth_area_um2=386000
export IMPL_dp_slack_ps=3973600
export IMPL_grt_max_degree=135
export IMPL_edf_count=5120
export IMPL_fp_util_pct=30.1
export IMPL_htreeDepth=6
export IMPL_synth_flops=5131
export IMPL_synth_top_cell_area_share_pct=39.8
export IMPL_yosysTopAreaCell="edfxtp_1"
export IMPL_ys_warn_count=1
export IMPL_ys_chip_area_um2=386000
export IMPL_synthCells=35192
export IMPL_outcome="did not finish"
export IMPL_dpl_cell_area_um2=411000
export IMPL_clock_sinks=5131
export IMPL_die_h_um=1140
export IMPL_post_cts_setup_buffer_count=0
export IMPL_ys_cells=35192
export IMPL_hold_buffers=0
export IMPL_area_leaders="edfxtp_1, mux4_2, o21ai_0"
export IMPL_cts_resized=0
export IMPL_place_congestion=1.14
export IMPL_haltStage="global routing"
export IMPL_rows=416
export IMPL_clock_root_buffer="clkbuf_16"
==> synthesized netlist by cell type, drive strengths merged, types with 60 or more instances <==
| library cell | number |
|---|---|
| a211oi | 670 |
| a21oi | 1223 |
| a221oi | 145 |
| a22o | 385 |
| a22oi | 247 |
| a31oi | 180 |
| a32oi | 67 |
| and2 | 140 |
| and3 | 74 |
| buf | 1889 |
| clkbuf | 2371 |
| edfxtp | 5120 |
| mux2 | 531 |
| mux2i | 3125 |
| mux4 | 3202 |
| nand2 | 2275 |
| nand3 | 343 |
| nand4 | 73 |
| nor2 | 860 |
| nor2b | 433 |
| nor3 | 285 |
| nor4 | 65 |
| o211ai | 154 |
| o21ai | 9574 |
| o22ai | 307 |
| o2bb2ai | 417 |
| o31a | 65 |
| o31ai | 60 |
==> cell families after synthesis <==
logic type	synth area share [%]
buffers and inverters	5.16
and+or+nand+nor	5.37
AOI/OAI and AO/OA	21.0
muxes	28.3
DFF	39.9
adders and majority gates	0.137
xor gates and xnor gates	0.123
==> metrics by stage <==
stage,util (%),power [mW]
after CTS,33.7,0.227
after detailed placement,32.0,0.189
after global placement,32.0,0.190
after floorplan,-,0.108
Power is estimated from default activity; no workload was simulated.
